## ./config.mk

```make
export PLATFORM = sky130hd
export DESIGN_NAME = NV_NVDLA_CMAC_CORE_MAC_booth
export DESIGN_NICKNAME = NV_NVDLA_CMAC_CORE_MAC_booth
export VERILOG_FILES = /design/flow/design.v
export SDC_FILE = /design/flow/constraint.sdc
export NUM_CORES = 4
export LEC_CHECK = 1
export CORE_AREA = 10 10 70 70
export DIE_AREA = 0 0 80 80
```

## ./constraint.sdc

```tcl
current_design NV_NVDLA_CMAC_CORE_MAC_booth

set clk_period 1.8
set clk_io_pct 0.2

create_clock -name clk0 -period $clk_period

set non_clock_inputs [all_inputs -no_clocks]
set_input_delay [expr $clk_period * $clk_io_pct] -clock clk0 $non_clock_inputs
set_output_delay [expr $clk_period * $clk_io_pct] -clock clk0 [all_outputs]
```

## ./design.v

```verilog
`timescale 1ns/1ns
module mul_fp52 (
 clk
,op_a_dat	 
,op_b_dat	 
,op_c_dat	 
,op_a_exp
,op_b_exp
,op_c_exp
,res
 );
input                 clk;
input    [5:0] op_a_dat;   
input    [5:0] op_b_dat;   
input    [5:0] op_c_dat;   
input    [2:0] op_a_exp;   
input    [2:0] op_b_exp;   
input    [2:0] op_c_exp;   
output  [17:0] res;        
reg    	 [5:0] op_a_dat_reg;
reg    	 [5:0] op_b_dat_reg;
reg    	 [5:0] op_c_dat_reg;
reg    	 [5:0] op_a_exp_reg;
reg    	 [5:0] op_b_exp_reg;
reg    	 [5:0] op_c_exp_reg;
wire   	[17:0] res_wire;
reg    	[17:0] res;
always@(posedge clk)
begin
    op_a_dat_reg <= op_a_dat;				
    op_b_dat_reg <= op_b_dat;
    op_c_dat_reg <= op_c_dat;	
    op_a_exp_reg <= op_a_exp;				
    op_b_exp_reg <= op_b_exp;
    op_c_exp_reg <= op_c_exp;			
	 res 		 <= res_wire;
end
	mul u_mul( 
     .op_a_dat(op_a_dat_reg)
	,.op_b_dat(op_b_dat_reg)
	,.op_c_dat(op_c_dat_reg)
	,.op_a_exp(op_a_exp_reg)
    ,.op_b_exp(op_b_exp_reg)
    ,.op_c_exp(op_c_exp_reg)
	,.res(res_wire)
  ,.clk(clk)
	);
endmodule
module mul (
 op_a_dat	 
,op_b_dat	 
,op_c_dat    
,op_a_exp
,op_b_exp
,op_c_exp
,res
,clk
 );
input          clk;
input    [5:0] op_a_dat;	 
input    [5:0] op_b_dat;	 
input    [5:0] op_c_dat;	 
input    [2:0] op_a_exp;     
input    [2:0] op_b_exp;     
input    [2:0] op_c_exp;     
output  [17:0] res;		     
wire     [6:0] sel_data_0;
wire     [6:0] sel_data_1;
wire     [6:0] sel_data_2;
wire           sel_inv_0;
wire           sel_inv_1;
wire           sel_inv_2;
reg      [6:0] code_lo;
reg      [2:0] code_0;
reg      [2:0] code_1;
reg      [2:0] code_2;
reg     [17:0] ppre_0;
reg     [17:0] ppre_1;
reg     [17:0] ppre_2;
reg     [17:0] ppre_3;
reg     [17:0] ppre_0_sft;
reg     [17:0] ppre_1_sft;
reg     [17:0] ppre_2_sft;
reg     [17:0] ppre_3_sft;
reg     [17:0] ppre_4_sft;
reg     [89:0] pp_in_l0n0;
wire    [17:0] pp_out_l0n0_0;
wire    [17:0] pp_out_l0n0_1;
reg     [17:0] res;
always @(
	op_b_dat
  ) begin
    code_lo = {op_b_dat[5:0], 1'b0};
    code_0 = code_lo[2:0];
    code_1 = code_lo[4:2];
	code_2 = code_lo[6:4];
end
NV_NVDLA_CMAC_CORE_MAC_booth u_booth_0 (
   .code     (code_0[2:0])           
  ,.src_data (op_a_dat)   	         
  ,.out_data (sel_data_0)            
  ,.out_inv  (sel_inv_0)             
  );
NV_NVDLA_CMAC_CORE_MAC_booth u_booth_1 (
   .code     (code_1[2:0])           
  ,.src_data (op_a_dat)  			       
  ,.out_data (sel_data_1)            
  ,.out_inv  (sel_inv_1)             
  );
NV_NVDLA_CMAC_CORE_MAC_booth u_booth_2 (
   .code     (code_2[2:0])           
  ,.src_data (op_a_dat)   			     
  ,.out_data (sel_data_2)            
  ,.out_inv  (sel_inv_2)             
  );
always @(
  sel_data_0
  or sel_data_1
  or sel_data_2
  or sel_inv_0
  or sel_inv_1
  or sel_inv_2
  ) begin
    ppre_0 = {11'b0, sel_data_0};     
    ppre_1 = {9'b0, sel_data_1, 1'b0, sel_inv_0};
    ppre_2 = {7'b0, sel_data_2, 1'b0, sel_inv_1, 2'b0};    
    ppre_3 = {13'b11_1111_1010_110, sel_inv_2, 4'b0};
end
always @(
  ppre_2
  or ppre_1
  or ppre_0
  ) begin
    ppre_0_sft = ppre_0 << (op_a_exp+op_b_exp);
    ppre_1_sft = ppre_1 << (op_a_exp+op_b_exp);
    ppre_2_sft = ppre_2 << (op_a_exp+op_b_exp);
end
always @(
  ppre_3
  or op_c_dat
  ) begin
    ppre_3_sft = ppre_3 << (op_a_exp+op_b_exp);
    ppre_4_sft = $signed({op_c_dat, 6'b0}) >>> (6 - op_c_exp);
end
always @(
  ppre_4_sft
  or ppre_3_sft
  or ppre_2_sft
  or ppre_1_sft
  or ppre_0_sft
  ) begin
    pp_in_l0n0 = {ppre_4_sft, ppre_3_sft, ppre_2_sft, ppre_1_sft, ppre_0_sft};          
end
NV_DW02_tree #(5, 18) u_tree_l0n0 (							
   .INPUT    (pp_in_l0n0[89:0])       
  ,.OUT0     (pp_out_l0n0_0[17:0])    
  ,.OUT1     (pp_out_l0n0_1[17:0])    
  );
always @(
  pp_out_l0n0_0
  or pp_out_l0n0_1
  ) begin
    res = pp_out_l0n0_0 + pp_out_l0n0_1;
end
endmodule  
module NV_NVDLA_CMAC_CORE_MAC_booth (
   code
  ,src_data
  ,out_data
  ,out_inv
  );
input    [2:0] code;
input    [5:0] src_data;
output   [6:0] out_data;
output         out_inv;
reg      [6:0] out_data;
reg            out_inv;
always @(
	 code
  or src_data
  ) begin
    case(code)
        3'b000,
        3'b111:
        begin
            out_data = 7'b100_0000;
            out_inv = 1'b0;
        end
        3'b001,
        3'b010:
        begin
            out_data = {~src_data[5], src_data};
            out_inv = 1'b0;
        end
        3'b101,
        3'b110:
        begin
            out_data = {src_data[5], ~src_data};
            out_inv = 1'b1;
        end
        3'b011:
        begin
            out_data = {~src_data[5], src_data[4:0], 1'b0};	 
            out_inv = 1'b0;
        end
        3'b100:
        begin
            out_data = {src_data[5], ~src_data[4:0], 1'b1};	 
            out_inv = 1'b1;
        end
		default:
        begin
            out_data = 7'b100_0000;
            out_inv = 1'b0;
        end
    endcase
end
endmodule  
```

## ./run.sh

```bash
#!/bin/bash
# OpenROAD 26Q1-2900-gdf79404cd8, Yosys 0.63+post, stock flow scripts
make -C /OpenROAD-flow-scripts/flow DESIGN_CONFIG=/design/flow/config.mk WORK_HOME=/design/flow/orfs finish
```

==> flow_summary_export.csv <==
group,metric,value,unit
final_timing,grt_setup_unrepaired,"false",
cells_and_area,fin_util,15.9,%
place,dp_slack,-584,ps
cells_and_area,nClkBuffers,0,
synthesis,ys_warn_count,1,
power,seq_power_share,0,%
final_timing,min_period,1720,ps
synthesis,synth_area,233,µm²
synthesis,yosys.area.top_type,"xnor2_1",
synthesis,ys_chip_area,233,µm²
place,postPlaceCellArea,510,µm²
cells_and_area,area_growth,133,%
run,tool_warnings,32,
floorplan,fp.dieH,80,µm
synthesis,top_cells_by_count,"xnor2_1, nand4b_1, o221ai_1",
route,n_antenna_cell,0,
power,clkPwrFrac,0,%
final_timing,final_max_slew_viol_count,0,
route,ant_nets,0,
floorplan,die-area,6400,µm²
place,io_buffers,17,
grt,grtUsageMet3,0.909,%
setup_path,crit_slowest_cell,"or3b_4",
synthesis,top_cell,"xnor2_1",
setup_path,worst_setup_path_start_kind,"primary input",
grt,grt_max_degree,12,
setup_path,arrival,1360,ps
power,p_per_area,243,nW/µm²
power,intPower,0.0000790,W
grt,met1_usage,5.02,%
grt,antenna_found_initial,0,
place,hpwl,857,µm
power,p_switching,0.0000532,W
synthesis,ys_types,14,
grt,grt_pass1_wl,1.71,mm
final_timing,fmax,0.581,GHz
cells_and_area,seqCellArea,0,µm²
status,status,"finished clean",
floorplan,ios,17,
floorplan,fp.coreArea,3420,µm²
clock_network,hold_buffers,0,
setup_path,cp_num_cells,5,
power,peakVddDrop,0.0950,mV
setup_path,cp.required,1440,ps
setup_path,crit_path_cell_trace,"clkdlybuf4s15_1 > or3b_4 > buf_4 > o221ai_2 > buf_2",
final_timing,worst_pin_slew,285,ps
route,avgRoutedWirePerCell,10.6,µm
setup_path,worstSetupPathType,"primary input to output pin",
route,drtIter0Drc,0,
grt,track_usage,3.28,%
cells_and_area,flops,0,
route,num_vias,341,
synthesis,synth_top_area_share,22.6,%
synthesis,yosysSeqAreaShare,0,%
setup_path,critical_path.startpoint,"code[2]",
setup_path,critPathMaxFanout,3,
setup_path,cp_top_family,"buffers and inverters",
route,drcViolationCount,0,
place,place_congestion,0.696,
grt,grt_pass1_vias,329,
cells_and_area,drive_gt1_share,51.9,%
setup_path,max_stage_delay,400,ps
floorplan,die_w,80,µm
synthesis,ys_cells,30,
floorplan,initCoreUtil,6.81,%
setup_path,endpoint,"out_data[4]",
route,drt-total-wl,1.06,mm
hold_path,min_path_type,"primary input to output pin",
final_timing,setup_ws,80.2,ps
final_timing,maxSlewHeadroom,81.0,%
final_timing,setup_tns,0,ps
grt,busiest_layer,"met1",
synthesis,synthCells,30,
synthesis,syn_avg_cell_area,7.76,µm²
grt,grt_util_met2,4.65,%
route,first_pass_iters,1,
synthesis,area_leaders,"xnor2_1, nand4b_1, o221ai_1, buf_2, or3b_4",
power,leakage,0.206,nW
cells_and_area,final_cell_area,543,µm²
power,p_comb_share,100.0,%
setup_path,crit_buf_inv,3,
setup_path,critPathCaptureType,"output pin",
final_timing,finalCritPeriodShare,95.5,%
grt,overflow,0,
floorplan,rows,21,
route,via_per_inst,3.41,
final_timing,hold_viol,0,
run,maxCapViolCount,0,
power,p_sw_share,40.3,%
final_timing,finalSetupViolations,0,
-- stage by stage --
stage	power, W	cells	hold WS [ps]
2_1_floorplan	0.0000452	30	796
3_3_place_gp	0.000132	97	1770
3_5_place_dp	0.000132	97	1760
4_1_cts	0.000132	100	1200
5_1_grt	0.000148	100	1130
6_report	0.000132	100	1100
-- cells in the final DEF (no fill, tap or decap), drive strengths merged --
cell type and n:
buf 18, xnor2 6, nand4b 5, o221ai 5
clkdlybuf4s50 5, a21oi 2, clkbuf 2, dlygate4sd2 2
or3b 1, o21a 1, mux2i 1, a21o 1
o21ai 1, inv 1, and3 1, a221oi 1
clkdlybuf4s15 1
-- layout make-up --
| class | instances | area, µm² |
|---|---|---|
| Inverter | 1 | 3.75 |
| Tap cell | 46 | 57.6 |
| Timing Repair Buffer | 28 | 225 |
| Fill cell | 394 | 2870 |
| Multi-Input combinational cell | 25 | 256 |
-- routing by layer --
layer	vias to the layer above	share of wire [%]
met5	-	0
met4	0	0
met3	0	6.5
met2	12	39
met1	158	54
li1	171	-
-- worst min-delay path by stage --
stage	start	to	slack, ps	cells after the start
CTS	code[0]	out_data[0]	1200	4
global route	code[0]	out_data[0]	1130	4
finish	code[0]	out_data[0]	1100	4
-- power groups by stage --
stage / registers [W] / clock network [W] / logic [W]
after CTS: 0 / 0 / 0.000132
after global routing: 0 / 0 / 0.000148
final: 0 / 0 / 0.000132
-- cells by family (layout without fill, tap and decap cells) --
logic type                Yosys count  after routing  share of synthesized area [%]
and+or+nand+nor                     7              7                           26.3
xor gates and xnor gates            6              6                           22.6
muxes                               1              1                           4.30
AOI/OAI and AO/OA                  11             11                           35.5
buffers and inverters               5             29                           11.3
-- timing repair --
item                       CTS  global route
setup endpoints to repair    8             6
pin swaps                    2             3
resized                     35             6
cloned                       0             0
setup buffers                3             0
Power figures rest on the tool's default switching activity, not on a simulated workload.
